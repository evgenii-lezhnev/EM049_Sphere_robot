==> design.v <==
module angel_ms(in,clk,out);
input[7:0] in;
input clk;
output reg[14:0] out;  
reg[10:0] data;
	always@(posedge clk)
	begin
		data <= in * 4'b1010;
		out <= 10'b1001011000 + data;
	end
endmodule
==> run.sh <==
#!/bin/bash
# OpenROAD 26Q1-2900-gdf79404cd8, Yosys 0.63+post, stock flow scripts
make -C /OpenROAD-flow-scripts/flow DESIGN_CONFIG=/design/flow/config.mk WORK_HOME=/design/flow/orfs finish
==> config.mk <==
export PLATFORM = sky130hd
export DESIGN_NAME = angel_ms
export DESIGN_NICKNAME = angel_ms
export VERILOG_FILES = /design/flow/design.v
export SDC_FILE = /design/flow/constraint.sdc
export NUM_CORES = 4
export LEC_CHECK = 1
export CORE_AREA = 10 10 96 96
export DIE_AREA = 0 0 106 106
==> constraint.sdc <==
current_design angel_ms

set clk_period 2.9
set clk_io_pct 0.2

create_clock -name clk0 -period $clk_period [get_ports {clk}]

set non_clock_inputs [all_inputs -no_clocks]
set_input_delay [expr $clk_period * $clk_io_pct] -clock clk0 $non_clock_inputs
set_output_delay [expr $clk_period * $clk_io_pct] -clock clk0 [all_outputs]
==> results.yml <==
# synthesis and place-and-route metrics
logic_synthesis:
  ys_chip_area_um2: 950
  synth_top_area_share_pct: 44.3
  yosysSeqAreaShare_pct: 44.3
  synth_cell_types: 23
  mux_share_pct: 0
  ys_sh_simple_pct: 7.64
  yosys.area_share.adder_pct: 19.2
  synth-async-reset-ratio_pct: 0
  ys.flops: 21
  aoi_share_pct: 15.5
  synth-xor-area-share_pct: 7.38
  top_logic_kind: "adder cells"
  synth_top_cell_by_area: "dfxtp_1"
  yosysWarnings: 1
  edf_count: 0
  avgSynthCellArea_um2: 10.9
  syn-cell-area_um2: 950
  area_leaders: "dfxtp_1 (44%), ha_1 (17%), xnor2_1 (6.5%)"
  synth_stat.cells: 87
  flop_cell: "dfxtp_1"
  synth_cells: 87
outcome:
  outcome: "complete, no violations"
final_timing:
  hold_violations: 0
  setup_tns_ns: 0
  period_needed_ns: 2.40
  setup_viol: 0
  fmax_mhz: 417
  drv_slew: 0
  rsz0062_at_grt: "no"
  skew_ns: 0.00420
  period_used_pct: 82.6
final_layout:
  seq_area_um2: 420
  fillerInstances: 809
  drive_gt1_share_pct: 4.59
  area_delta_synth_final_pct: 36.0
  final-comb-area_um2: 488
cts:
  htreeDepth: 1
  postCtsSetupRepairBufs: 0
  numCtsBuffers: 3
  cts_resized: 0
  hold_buffers: 0
  cts_root_buf: "clkbuf_8"
  cts_buffer_depth: 2
  path_clk_slew_ns: 0.07
  clk_latency_ns: 0.25
  cts.sinks: 21
  tritoncts: "done"
placement:
  hpwl_mm: 1.52
  port_buffers: 19
  gp_congestion: 0.812
setup_path:
  crit_family: "adder cells"
  cp_max_fo: 3
  critPathSlowestCell: "clkdlybuf4s50_1"
  critPathCaptureType: "flop"
  arrival_ns: 2.52
  critPathRequiredTime_ns: 3.03
  crit_chain: "clkdlybuf4s50_1, ha_1, ha_1, fa_1, a211oi_1, or4b_1, o2111ai_1"
  cp_common_cell: "ha_1"
  r2r_setup_slack_ns: 1.74
  cp-start-kind: "input pin"
  cp_num_buf_inv: 1
  cpPeakStageDelay_ns: 0.43
  crit_type: "in -> reg"
worst_hold_path:
  hold_class: "reg -> reg"
global_routing:
  grt.overflow.total: 0
  antenna_found_initial: 0
  track_usage_pct: 3.24
  grt_max_degree: 13
  grt_pass1_vias: 689
  grt_pass1_wl_mm: 3.11
routing:
  drt_wl_total_mm: 1.75
  diodes: 0
  antenna_left: 0
  routedWlPerCell_um: 8.41
  viasPerCell: 3.09
  drt_iter0_drc: 18
  num_vias: 642
  drc: 0
  drtPass1Iterations: 2
pwr:
  ir_worst_vdd_mv: 0.175
  power_density_nw_per_um2: 626
  p_leak_nw: 0.527
  finalPower_w: 0.000808
floorplanning:
  io_pins: 24
  core_area_um2: 7210
  die_h_um: 106
  initCoreUtil_pct: 13.2
  chipArea_um2: 11200
  rows: 31
  die_x_um: 106
job:
  warnings: 25
  drv_cap: 0
## final timing paths
check | start | to | cells past startpoint
setup / recovery | in[1] | data[10]$_DFF_P_ | 7
hold / removal | data[1]$_DFF_P_ | out[1]$_DFF_P_ | 0
setup reg to reg | data[3]$_DFF_P_ | out[11]$_DFF_P_ | 5
hold reg to reg | data[1]$_DFF_P_ | out[1]$_DFF_P_ | 0
## synth_stat cells, drive strengths merged, types with 2 or more instances
| master | count |
|---|---|
| a21o | 2 |
| a21oi | 4 |
| and3b | 2 |
| dfxtp | 21 |
| buf | 4 |
| o2111ai | 2 |
| inv | 6 |
| o211ai | 4 |
| xnor2 | 7 |
| o21ai | 3 |
| or4b | 2 |
| ha | 13 |
| a211oi | 3 |
| nor2 | 6 |
## metrics by stage
| stage | utilization (%) | hold slack [ns] | worst slack, ns | instances | cell area [um2] |
|---|---|---|---|---|---|
| floorplan | - | 0.310 | 0.768 | 90 | 961 |
| global placement | 17.3 | 0.310 | 0.258 | 204 | 1240 |
| detailed placement | 17.3 | 0.312 | 0.237 | 204 | 1240 |
| CTS | 17.9 | 0.329 | 0.497 | 208 | 1290 |
| global route | 17.9 | 0.334 | 0.391 | 208 | 1290 |
| finish | 17.9 | 0.329 | 0.505 | 208 | 1290 |
## sequential cells by signal, summed over array words and instances, names as in the netlist
| name | count |
|---|---|
| data | 10 |
| out | 11 |
## cell usage in the layout, fill, tap and decap left out
master           count
clkinv_2             1
and2_1               1
o211ai_1             4
nor2_1               6
dfxtp_1             21
and3b_1              2
xor2_1               1
clkbuf_8             3
inv_1                6
o2111a_1             1
a21o_1               1
xnor2_1              7
a21boi_0             1
o21a_1               1
clkdlybuf4s50_1     19
conb_1               4
fa_1                 1
o2111ai_1            2
a211oi_1             3
nor2b_1              1
ha_1                13
a21oi_1              4
o21ai_0              3
a21o_2               1
or4b_1               2
## logic make-up after synthesis
group / count (synthesis)
compound gates: 21
xor+xnor: 8
fa+ha+maj: 14
buf+inv: 10
flops: 21
other cells: 1
simple gates: 12
## layer usage
layer | GRT usage [%] | wire (um)
met4 | 0.580 | 27
met2 | 4.86 | 701
met5 | 0 | 0
met3 | 1.96 | 226
met1 | 3.96 | 794
## power by group
group / internal, W / switching (W)
clock network: 0.0000953 / 0.0000848
registers: 0.000362 / 0.0000338
logic: 0.000156 / 0.0000763
## final cells by class
class | count | area share (%)
Clock buffer | 3 | 3.20
Clock inverter | 1 | 0.388
Inverter | 6 | 1.74
Multi-Input combinational cell | 59 | 37.8
Sequential cell | 21 | 32.6
Tap cell | 99 | 9.59
Timing Repair Buffer | 19 | 14.7
Power is estimated from default activity; no workload was simulated.
