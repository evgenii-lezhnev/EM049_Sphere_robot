==> /design/flow/design.v <==
module UART(i_clk,i_RX_Serial,o_TX_Serial);
parameter ClksInByte = 195;
input								i_clk;
input								i_RX_Serial;
output							o_TX_Serial;
wire								o_RX_DV;
wire [7:0]						o_RX_Byte;
wire								o_TX_Active;
wire								o_TX_Done;
wire								o_Front_Done;
UART_RX #(ClksInByte) REC(
.i_Clock(i_clk),
.i_RX_Serial(i_RX_Serial),
.o_RX_DV(o_RX_DV),
.o_RX_Byte(o_RX_Byte)
);
UART_TX #(ClksInByte) TRANS(
.i_Clock(i_clk),
.i_TX_DV(o_RX_DV),
.i_TX_Byte(o_RX_Byte),
.o_TX_Active(o_TX_Active),
.o_TX_Serial(o_TX_Serial),
.o_TX_Done(o_TX_Done),
.o_Front_Done(o_Front_Done)
);
endmodule
module UART_RX
  #(parameter CLKS_PER_BIT = 195)
  (
   input        i_Clock,
   input        i_RX_Serial,
   output       o_RX_DV,
   output [7:0] o_RX_Byte
   );
  parameter IDLE         = 3'b000;
  parameter RX_START_BIT = 3'b001;
  parameter RX_DATA_BITS = 3'b010;
  parameter RX_STOP_BIT  = 3'b011;
  parameter CLEANUP      = 3'b100;
  reg [7:0]     r_Clock_Count = 0;
  reg [2:0]     r_Bit_Index   = 0;  
  reg [7:0]     r_RX_Byte     = 0;
  reg           r_RX_DV       = 0;
  reg [2:0]     r_SM_Main     = 0;
  always @(posedge i_Clock)
  begin
    case (r_SM_Main)
      IDLE :
        begin
          r_RX_DV       <= 1'b0;
          r_Clock_Count <= 0;
          r_Bit_Index   <= 0;
          if (i_RX_Serial == 1'b0)           
            r_SM_Main <= RX_START_BIT;
          else
            r_SM_Main <= IDLE;
        end
      RX_START_BIT :
        begin
          if (r_Clock_Count == (CLKS_PER_BIT-1)/2)
          begin
            if (i_RX_Serial == 1'b0)
            begin
              r_Clock_Count <= 0;   
              r_SM_Main     <= RX_DATA_BITS;
            end
            else
              r_SM_Main <= IDLE;
          end
          else
          begin
            r_Clock_Count <= r_Clock_Count + 1;
            r_SM_Main     <= RX_START_BIT;
          end
        end  
      RX_DATA_BITS :
        begin
          if (r_Clock_Count < CLKS_PER_BIT-1)
          begin
            r_Clock_Count <= r_Clock_Count + 1;
            r_SM_Main     <= RX_DATA_BITS;
          end
          else
          begin
            r_Clock_Count          <= 0;
            r_RX_Byte[r_Bit_Index] <= i_RX_Serial;
            if (r_Bit_Index < 7)
            begin
              r_Bit_Index <= r_Bit_Index + 1;
              r_SM_Main   <= RX_DATA_BITS;
            end
            else
            begin
              r_Bit_Index <= 0;
              r_SM_Main   <= RX_STOP_BIT;
            end
          end
        end  
      RX_STOP_BIT :
        begin
          if (r_Clock_Count < CLKS_PER_BIT-1)
          begin
            r_Clock_Count <= r_Clock_Count + 1;
     	    r_SM_Main     <= RX_STOP_BIT;
          end
          else
          begin
       	    r_RX_DV       <= 1'b1;
            r_Clock_Count <= 0;
            r_SM_Main     <= CLEANUP;
          end
        end  
      CLEANUP :
        begin
          r_SM_Main <= IDLE;
          r_RX_DV   <= 1'b0;
        end
      default :
        r_SM_Main <= IDLE;
    endcase
  end    
  assign o_RX_DV   = r_RX_DV;
  assign o_RX_Byte = r_RX_Byte;
endmodule  
module UART_TX 
  #(parameter CLKS_PER_BIT = 195)
  (
   input       i_Clock,
   input       i_TX_DV,
   input [7:0] i_TX_Byte, 
   output      o_TX_Active,
   output reg  o_TX_Serial,
   output      o_TX_Done,
   output      o_Front_Done
   );
  parameter IDLE         = 3'b000;
  parameter TX_START_BIT = 3'b001;
  parameter TX_DATA_BITS = 3'b010;
  parameter TX_STOP_BIT  = 3'b011;
  parameter CLEANUP      = 3'b100;
  reg [2:0] r_SM_Main     = 0;
  reg [7:0] r_Clock_Count = 0;
  reg [2:0] r_Bit_Index   = 0;
  reg [7:0] r_TX_Data     = 0;
  reg       r_TX_Done     = 0;
  reg       r_TX_Active   = 0;
  reg r_Prev_Signal;  
  always @(posedge i_Clock)
  begin
    case (r_SM_Main)
      IDLE :
        begin
          o_TX_Serial   <= 1'b1;          
          r_TX_Done     <= 1'b0;
          r_Clock_Count <= 0;
          r_Bit_Index   <= 0;
          if (i_TX_DV == 1'b1)
          begin
            r_TX_Active <= 1'b1;
            r_TX_Data   <= i_TX_Byte;
            r_SM_Main   <= TX_START_BIT;
          end
          else
            r_SM_Main <= IDLE;
        end  
      TX_START_BIT :
        begin
          o_TX_Serial <= 1'b0;
          if (r_Clock_Count < CLKS_PER_BIT-1)
          begin
            r_Clock_Count <= r_Clock_Count + 1;
            r_SM_Main     <= TX_START_BIT;
          end
          else
          begin
            r_Clock_Count <= 0;
            r_SM_Main     <= TX_DATA_BITS;
          end
        end  
      TX_DATA_BITS :
        begin
          o_TX_Serial <= r_TX_Data[r_Bit_Index];
          if (r_Clock_Count < CLKS_PER_BIT-1)
          begin
            r_Clock_Count <= r_Clock_Count + 1;
            r_SM_Main     <= TX_DATA_BITS;
          end
          else
          begin
            r_Clock_Count <= 0;
            if (r_Bit_Index < 7)
            begin
              r_Bit_Index <= r_Bit_Index + 1;
              r_SM_Main   <= TX_DATA_BITS;
            end
            else
            begin
              r_Bit_Index <= 0;
              r_SM_Main   <= TX_STOP_BIT;
            end
          end 
        end  
      TX_STOP_BIT :
        begin
          o_TX_Serial <= 1'b1;
          if (r_Clock_Count < CLKS_PER_BIT-1)
          begin
            r_Clock_Count <= r_Clock_Count + 1;
            r_SM_Main     <= TX_STOP_BIT;
          end
          else
          begin
            r_TX_Done     <= 1'b1;
            r_Clock_Count <= 0;
            r_SM_Main     <= CLEANUP;
            r_TX_Active   <= 1'b0;
          end 
        end  
      CLEANUP :
        begin
          r_TX_Done <= 1'b1;
          r_SM_Main <= IDLE;
        end
      default :
        r_SM_Main <= IDLE;
    endcase
  end
  always @(posedge i_Clock)
    r_Prev_Signal<=o_TX_Done;
  assign o_Front_Done = ~r_Prev_Signal & o_TX_Done;
  assign o_TX_Active = r_TX_Active;
  assign o_TX_Done   = r_TX_Done;
endmodule
==> /design/flow/run.sh <==
#!/bin/bash
# OpenROAD 26Q1-2900-gdf79404cd8, Yosys 0.63+post, stock flow scripts
make -C /OpenROAD-flow-scripts/flow DESIGN_CONFIG=/design/flow/config.mk WORK_HOME=/design/flow/orfs finish
==> /design/flow/config.mk <==
export PLATFORM = sky130hd
export DESIGN_NAME = UART
export DESIGN_NICKNAME = UART
export VERILOG_FILES = /design/flow/design.v
export SDC_FILE = /design/flow/constraint.sdc
export NUM_CORES = 4
export LEC_CHECK = 1
export CORE_UTILIZATION = 30
==> /design/flow/constraint.sdc <==
current_design UART

set clk_period 4.0
set clk_io_pct 0.2

create_clock -name clk0 -period $clk_period [get_ports {i_clk}]

set non_clock_inputs [all_inputs -no_clocks]
set_input_delay [expr $clk_period * $clk_io_pct] -clock clk0 $non_clock_inputs
set_output_delay [expr $clk_period * $clk_io_pct] -clock clk0 [all_outputs]
==> results_dict.tcl <==
# yosys + openroad results
set metrics [dict create \
    mostFrequentLayoutCell "edfxtp_1" \
    hold_viol_final 0 \
    grt_pass1_vias 1226 \
    die_area_sq_um 7862 \
    worstSetupPathDepth 3 \
    skew_ns 0.002220 \
    clockBufferDepth 2 \
    dp_slack_ns 1.510 \
    drt_wl_total_microns 3120 \
    rrSetupSlack_ns 1.99 \
    via_count 1330 \
    crit_start "i_RX_Serial" \
    synth_cell_types 37 \
    post_cts_buffers 0 \
    ys_ff 46 \
    crit_buf_inv 1 \
    cts_root_buffer "clkbuf_8" \
    drtPass1Iterations 4 \
    io_pins 3 \
    drt_drc_violations_left 0 \
    setup_viol 0 \
    async_reset_ff_share_pct 0 \
    lay_top_cells "edfxtp_1 (40), nor2_1 (30), nand2_1 (17)" \
    worst_pin_slew_ns 0.6824 \
    yosysCellCount 193 \
    die_w_microns 88.67 \
    tns_ns 0 \
    drt_iter0_markers 63 \
    reg2regPathDepth 5 \
    drive_gt1_share_pct 10.45 \
    p_leak_nw 0.9204 \
    antenna_cells 0 \
    peakVddDrop_v 0.0002244 \
    synthToLayoutAreaGrowth_pct 12.33 \
    timing.rr.start "REC.r_Bit_Index[0]" \
    yosys_area_sq_um 2253 \
    critPathCapture "REC.r_Clock_Count[7]" \
    antenna_found_initial 0 \
    fin_ws_ns 1.869 \
    rr_endpoint "REC.r_RX_Byte[4]" \
    gp_congestion 0.7538 \
    critPathMaxStageDelay_ns 0.55 \
    min_path_type "reg -> reg" \
    slowest_stage "clkdlybuf4s50_1" \
    cts_made_buffers 5 \
    path_class "in -> reg" \
    vias_per_cell 4.433 \
    rows 31 \
    min_period_over_period_pct 53.27 \
    final_max_slew_viol_count 0 \
    rsz0062_at_grt "false" \
    synth_area_per_cell_sq_um 11.68 \
    min_period_ns 2.131 \
    fmax_mhz 469.3 \
    gr-total-overflow 0 \
    cts_tree "done" \
    ant_nets 0 \
    grt.total_usage_pct 8.951 \
    drt-wirelength-per-cell_microns 10.40 \
    status "finished clean" \
    netlist_instances 193 \
    ys.flop_type "edfxtp_1" \
    grt_first_pass_wirelength_microns 5354 \
    synth_seq_share_pct 58.63 \
    hold_buffers 0 \
    crit_family "simple AND/OR/NAND/NOR gates" \
    edf_count 40 \
    fillers 720 \
    die_y_microns 88.67 \
    power.density_nw_per_um2 430.5 \
    synth_area_sq_um 2253 \
    numPortBuffers 2 \
    arrival_ns 2.07 \
    ys_warn_count 2 \
    startpoint_type "input port" \
    crit_chain "clkdlybuf4s50_1 > nor3b_1 > nor2_1" \
    worstPathMaxFanout 9 \
    dp_hpwl_microns 2247 \
    end_kind "register" \
    drv_cap 0 \
    clk_pin_slew_ns 0.08 \
    clkLatencyLatePin_ns 0.29 \
    initCoreUtil_pct 31.07 \
    coreArea_sq_um 7253 \
    worstPathRequired_ns 3.94 \
    log.warning_count 29 \
    cts_resized 0 \
    cts_sinks 46 \
    slew_headroom_pct 54.50 \
    htree_levels 2 \
    grt_max_degree 16 \
]
-- registers in the layout, summed over array words and instances, names as in the netlist --
signal / cells
REC.r_Bit_Index: 3
REC.r_Clock_Count: 8
REC.r_RX_Byte: 8
REC.r_RX_DV: 1
REC.r_SM_Main: 3
TRANS.o_TX_Serial: 1
TRANS.r_Bit_Index: 3
TRANS.r_Clock_Count: 8
TRANS.r_SM_Main: 3
TRANS.r_TX_Data: 8
-- logic make-up (layout without fill, tap and decap cells) --
kind of cell	after synthesis	count (layout)	synth area share (%)
multiplexers	7	7	4.442
AND/OR/NAND/NOR	82	82	17.32
AND-OR/OR-AND	21	21	6.775
adder cells (fa/ha/maj)	8	8	4.442
buffers and inverters	13	21	2.166
XOR/XNOR	16	16	6.219
flip-flops	46	46	58.63
-- through the flow --
stage          total power, mW  cell area, sq um  std cells  hold slack [ns]  util, %
5_1_grt                  1.143              2531        300           0.4807    34.90
4_1_cts                  1.104              2531        300           0.4610    34.90
2_1_floorplan           0.6724              2253        193           0.4204        -
3_5_place_dp            0.6988              2394        292           0.4400    33.00
6_report                 1.090              2531        300           0.4570    34.90
3_3_place_gp            0.6960              2394        292           0.4411    33.00
-- synthesized netlist by cell type (2+ instances only) --
master / instances / area share (%)
nand3_1: 10 / 2.2
or3_1: 2 / 0.56
inv_1: 10 / 1.7
xnor2_1: 9 / 3.5
nor3_1: 6 / 1.3
mux4_2: 2 / 2.0
clkbuf_1: 3 / 0.50
dfxtp_1: 6 / 5.3
nor3b_1: 2 / 0.67
a31oi_1: 3 / 0.83
nand3b_1: 2 / 0.67
a21oi_1: 3 / 0.67
and3_1: 4 / 1.1
edfxtp_1: 40 / 53
mux2_2: 4 / 2.0
o21ai_0: 7 / 1.6
nor2_1: 30 / 5.0
or2_2: 2 / 0.56
xor2_1: 7 / 2.7
ha_1: 8 / 4.4
nand2_1: 17 / 2.8
-- metal layers --
layer  global-route usage, %  routed length (microns)
met1                   13.65                     1623
met2                   13.57                     1335
met3                   2.460                       94
met4                   1.466                       67
met5                       0                        0
-- where the power goes --
group          internal (mW)  total [mW]  switching [mW]
Sequential             0.553       0.590          0.0372
Clock                  0.250       0.405           0.155
Combinational         0.0390      0.0945          0.0554
Total                  0.842        1.09           0.247
-- worst min-delay path by stage --
stage                 from            endpoint  slack, ns  cells after the start
6_report  REC.r_RX_Byte[6]  TRANS.r_TX_Data[6]       0.46                      0
4_1_cts   REC.r_RX_Byte[6]  TRANS.r_TX_Data[6]       0.46                      0
5_1_grt   REC.r_RX_Byte[2]  TRANS.r_TX_Data[2]       0.48                      0
-- cell type report --
class | count | area (sq um) | area share, %
Clock inverter | 3 | 68.82 | 2.719
Tap cell | 99 | 123.9 | 4.894
Clock buffer | 5 | 68.82 | 2.719
Timing Repair Buffer | 3 | 27.53 | 1.087
Sequential cell | 46 | 1321 | 52.20
Multi-Input combinational cell | 134 | 883.3 | 34.90
Inverter | 10 | 37.54 | 1.483
Power is estimated from default activity; no workload was simulated.
