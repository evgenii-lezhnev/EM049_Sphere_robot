==> design/flow/design.v <==
module Clock_divider(
	input_clk,
	input_div,
	output_clk
);
	input input_clk;
	input[29:0] input_div;
	output reg output_clk;
	reg signal;
	reg[29:0] counter;
	initial
	begin
		signal = 1'b0;
		counter = 30'b0;
	end
	always@(posedge input_clk)
	begin
		counter = counter + 1'b1;
		if(counter == input_div)
		begin
			signal = ~signal;
			counter = 30'b0;
		end
			output_clk = signal;
	end
endmodule
==> design/flow/run.sh <==
#!/bin/bash
# OpenROAD 26Q1-2900-gdf79404cd8, Yosys 0.63+post, stock flow scripts
make -C /OpenROAD-flow-scripts/flow DESIGN_CONFIG=/design/flow/config.mk WORK_HOME=/design/flow/orfs finish
==> design/flow/config.mk <==
export PLATFORM = sky130hd
export DESIGN_NAME = Clock_divider
export DESIGN_NICKNAME = Clock_divider
export VERILOG_FILES = /design/flow/design.v
export SDC_FILE = /design/flow/constraint.sdc
export NUM_CORES = 4
export LEC_CHECK = 1
export CORE_UTILIZATION = 40
==> design/flow/constraint.sdc <==
current_design Clock_divider

set clk_period 8.2
set clk_io_pct 0.2

create_clock -name clk0 -period $clk_period [get_ports {input_clk}]

set non_clock_inputs [all_inputs -no_clocks]
set_input_delay [expr $clk_period * $clk_io_pct] -clock clk0 $non_clock_inputs
set_output_delay [expr $clk_period * $clk_io_pct] -clock clk0 [all_outputs]
==> node_exporter_impl.prom <==
# HELP chip_impl_metric Flow report values
# TYPE chip_impl_metric gauge
chip_impl_info{name="outcome",value="finished clean"} 1
chip_impl_info{name="critical_path.reg2reg.endpoint",value="counter[11]"} 1
chip_impl_metric{name="post_cts_buffers",unit=""} 0
chip_impl_metric{name="boundaryPins",unit=""} 32
chip_impl_metric{name="yosys-stat-cells",unit=""} 260
chip_impl_metric{name="final.setup.tns",unit="ns"} 0
chip_impl_info{name="yosys.cell_count.top_type",value="sky130_fd_sc_hd__xnor2_1"} 1
chip_impl_metric{name="cts.reportedPaths.clkPinSlew",unit="ns"} 0.07
chip_impl_info{name="top_cells_by_count",value="sky130_fd_sc_hd__xnor2_1, sky130_fd_sc_hd__nor2_1, sky130_fd_sc_hd__dfxtp_1"} 1
chip_impl_metric{name="power.combinational.fraction",unit=""} 0.101
chip_impl_info{name="grt-busiest-layer",value="met1"} 1
chip_impl_metric{name="vdd_ir_drop_max",unit="mV"} 0.0725
chip_impl_metric{name="n_fill_cell",unit=""} 511
chip_impl_metric{name="cts.path.max_buffers",unit=""} 2
chip_impl_metric{name="final_slew_violations",unit=""} 0
chip_impl_metric{name="cts-hold-fix-buffers",unit=""} 0
chip_impl_metric{name="syn-mean-instance-area",unit="sq um"} 8.33
chip_impl_metric{name="globalRouteOverflowTotal",unit=""} 0
chip_impl_metric{name="first_pass_iteration_count_of_the_detailed_router",unit=""} 4
chip_impl_metric{name="worst_slew_pin_slew",unit="ns"} 0.946
chip_impl_metric{name="netlist_instances",unit=""} 260
chip_impl_metric{name="initial_core_util",unit=""} 0.418
chip_impl_metric{name="cts_resized",unit=""} 0
chip_impl_metric{name="yosysWarnings",unit=""} 1
chip_impl_info{name="critical-path-top-cell-by-count",value="sky130_fd_sc_hd__nand4_1"} 1
chip_impl_info{name="cts_root_buf",value="sky130_fd_sc_hd__clkbuf_8"} 1
chip_impl_metric{name="via_count_of_the_first_global_routing_pass",unit=""} 1692
chip_impl_metric{name="cts_num_sinks",unit=""} 32
chip_impl_metric{name="skew",unit="ns"} 0.00360
chip_impl_metric{name="synth-edff-count",unit=""} 0
chip_impl_info{name="dominantRegCellSynth",value="sky130_fd_sc_hd__dfxtp_1"} 1
chip_impl_metric{name="ratio_of_cells_with_drive_above_1_in_the_final_layout",unit=""} 0.0625
chip_impl_metric{name="timing.reg2reg.setup_slack",unit="ns"} 4.19
chip_impl_metric{name="drc",unit=""} 0
chip_impl_metric{name="grtUsageMet1",unit=""} 0.326
chip_impl_metric{name="setup_viol_count_final",unit=""} 0
chip_impl_metric{name="globalRouteTotalUtil",unit=""} 0.198
chip_impl_metric{name="synth_chip_area",unit="sq mm"} 0.00216
chip_impl_info{name="min_from",value="signal"} 1
chip_impl_info{name="grt_setup_unrepaired",value="no"} 1
chip_impl_metric{name="internal-power",unit="uW"} 233
chip_impl_metric{name="fmax",unit="MHz"} 223
chip_impl_metric{name="detail_route.wl_per_cell",unit="um"} 14.0
chip_impl_info{name="crit_path_cell_trace",value="clkdlybuf4s50_1 > nor2b_1 > o21ai_0 > nand4_1 > or4_1 > nor4_1 > nand4_1 > nor4_4 > buf_4 > nor2_1"} 1
chip_impl_info{name="cts_tree",value="done"} 1
chip_impl_metric{name="switchingPower",unit="uW"} 66.0
chip_impl_info{name="hold_path_end",value="output_clk"} 1
chip_impl_metric{name="floorplan.rows",unit=""} 26
chip_impl_metric{name="hold_violations",unit=""} 0
chip_impl_metric{name="synthDominantCellAreaShare",unit=""} 0.296
chip_impl_metric{name="power.share.switching",unit=""} 0.221
chip_impl_info{name="synth_top_cell_by_area",value="sky130_fd_sc_hd__dfxtp_1"} 1
chip_impl_metric{name="via_per_inst",unit=""} 5.25
chip_impl_info{name="holdCritPathClass",value="reg2reg"} 1
chip_impl_metric{name="routabilityCongestion",unit=""} 0.921
chip_impl_metric{name="grt_start_max_net_pins",unit=""} 17
chip_impl_metric{name="drtAntennaViolNets",unit=""} 0
chip_impl_metric{name="antenna_found_initial",unit=""} 0
chip_impl_metric{name="num_vias",unit=""} 1878
chip_impl_metric{name="log.warning_count",unit=""} 25
chip_impl_metric{name="place.detailed.hpwl",unit="um"} 3770
chip_impl_metric{name="final.period_utilization",unit=""} 0.546
chip_impl_metric{name="core-area",unit="sq mm"} 0.00517
chip_impl_metric{name="antennaDiodeCount",unit=""} 0
chip_impl_info{name="cp-end-kind",value="flop"} 1
chip_impl_info{name="startpoint_type",value="input pin"} 1
chip_impl_metric{name="slew_headroom",unit=""} 0.365
chip_impl_metric{name="placement.io_buffers",unit=""} 31
chip_impl_metric{name="synthArstFlopShare",unit=""} 0
chip_impl_metric{name="cts-htree-levels",unit=""} 2
chip_impl_metric{name="pwr_density_cell",unit="mW/mm^2"} 115
chip_impl_metric{name="syn_area",unit="sq mm"} 0.00216
chip_impl_metric{name="cp_data_arrival_time",unit="ns"} 4.64
chip_impl_metric{name="grt_first_pass_wirelength",unit="um"} 8290
chip_impl_metric{name="yosysSeqAreaShare",unit=""} 0.296
chip_impl_metric{name="clockPowerShare",unit=""} 0.379
chip_impl_metric{name="drt_first_iter_violations",unit=""} 163
chip_impl_info{name="slowest_stage",value="sky130_fd_sc_hd__nor4_4"} 1
chip_impl_metric{name="grt_util_met3",unit=""} 0.0335
chip_impl_metric{name="clock_latency",unit="ns"} 0.28
chip_impl_metric{name="fin_crit",unit="ns"} 4.48
chip_impl_info{name="worst-setup-path-type",value="in2reg"} 1
chip_impl_metric{name="slowest_delay",unit="ns"} 0.82
chip_impl_metric{name="final_area",unit="sq mm"} 0.00259
chip_impl_metric{name="chipArea",unit="sq mm"} 0.00571
chip_impl_metric{name="postRouteWirelength",unit="um"} 5020
chip_impl_metric{name="r2r_cell_count",unit=""} 9
chip_impl_metric{name="layout-area-overhead-vs-synth",unit="%"} 19.7
chip_impl_info{name="area_leaders",value="sky130_fd_sc_hd__dfxtp_1, sky130_fd_sc_hd__xnor2_1, sky130_fd_sc_hd__xor2_1"} 1
chip_impl_metric{name="die_h",unit="um"} 75.6
chip_impl_metric{name="dpl_cell_area",unit="sq mm"} 0.00251
chip_impl_metric{name="cellLeakagePower",unit="nW"} 0.824
chip_impl_metric{name="ys.flops",unit=""} 32
chip_impl_metric{name="grt.met2_usage",unit=""} 0.289
chip_impl_metric{name="reg_power_frac",unit=""} 0.520
chip_impl_metric{name="die_w",unit="um"} 75.6
chip_impl_metric{name="yosysUniqueCellTypes",unit=""} 48
chip_impl_metric{name="cp_max_fo",unit=""} 16
chip_impl_metric{name="total_of_max_cap_violations",unit=""} 0
chip_impl_metric{name="cts_inserted_buffers",unit=""} 5
chip_impl_metric{name="timing.hold.worst_path_depth",unit=""} 1
chip_impl_info{name="critical_path.reg2reg.startpoint",value="counter[0]"} 1
chip_impl_metric{name="cp_data_required_time",unit="ns"} 8.37
[layer usage]
| metal | vias to the layer above | wire [um] |
|---|---|---|
| li1 | 980 | - |
| met1 | 851 | 2590 |
| met2 | 45 | 2160 |
| met3 | 2 | 252 |
| met4 | 0 | 23 |
| met5 | - | 0 |
[worst max path at each step]
stage / cells after the start / to / from
4_1_cts: 10 / counter[11] / input_div[29]
5_1_grt: 10 / counter[16] / input_div[29]
6_report: 10 / counter[11] / input_div[29]
[metrics by stage]
stage	hold WS, ns	power, mW	worst slack (ns)	util	cells
after global placement	0.471	0.189	3.44	0.486	351
after global routing	0.503	0.314	3.51	0.501	358
after floorplan	0.458	0.170	4.71	-	260
after detailed placement	0.469	0.189	3.42	0.486	351
after CTS	0.487	0.302	3.69	0.501	358
final	0.485	0.299	3.72	0.501	358
[power by group through the flow]
stage / Combinational (mW) / Sequential [mW] / Clock (mW)
4_1_cts: 0.0303 / 0.155 / 0.117
6_report: 0.0301 / 0.155 / 0.113
5_1_grt: 0.0324 / 0.155 / 0.126
[cells by family (layout without fill, tap and decap cells)]
| family | Yosys count | after routing | share of synthesized area |
|---|---|---|---|
| AOI/OAI and AO/OA | 24 | 24 | 0.0786 |
| xor gates and xnor gates | 61 | 61 | 0.250 |
| adders and majority gates | 1 | 1 | 0.00578 |
| buffers and inverters | 16 | 44 | 0.0370 |
| DFF | 32 | 32 | 0.296 |
| muxes | 2 | 2 | 0.00983 |
| and+or+nand+nor | 124 | 124 | 0.323 |
[state kept, by name, summed over array words and instances (netlist names)]
name	count
counter	30
signal	1
output_clk	1
[layout make-up]
cell class                      instances  area (sq um)  area share
Clock buffer                            6          72.6      0.0280
Clock inverter                          1          5.00     0.00193
Inverter                                4          15.0     0.00580
Multi-Input combinational cell        212          1440       0.557
Sequential cell                        32           641       0.247
Tap cell                               70          87.6      0.0338
Timing Repair Buffer                   33           325       0.126
[layout by cell type, fill, tap and decap left out, drive strengths merged, types with 9 or more instances in the layout]
| master | instances |
|---|---|
| xor2 | 17 |
| nor4 | 14 |
| nand3 | 18 |
| nor3 | 10 |
| nor2 | 34 |
| nand4 | 12 |
| o21ai | 9 |
| nand2 | 15 |
| xnor2 | 44 |
| dfxtp | 32 |
| clkdlybuf4s50 | 31 |
[worst max-delay path, delay by kind of cell]
| kind | cells | cell delay [ns] |
|---|---|---|
| AOI/OAI and AO/OA | 1 | 0.12 |
| and+or+nand+nor | 7 | 2.10 |
| buffers and inverters | 2 | 0.78 |
Power and IR drop assume default switching activity.
